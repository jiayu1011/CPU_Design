[config.mk]
export PLATFORM = sky130hd
export DESIGN_NAME = alu
export DESIGN_NICKNAME = alu
export VERILOG_FILES = /design/flow/design.v
export SDC_FILE = /design/flow/constraint.sdc
export NUM_CORES = 4
export LEC_CHECK = 1
export CORE_UTILIZATION = 50
[constraint.sdc]
current_design alu

set clk_period 13.2
set clk_io_pct 0.2

create_clock -name clk0 -period $clk_period

set non_clock_inputs [all_inputs -no_clocks]
set_input_delay [expr $clk_period * $clk_io_pct] -clock clk0 $non_clock_inputs
set_output_delay [expr $clk_period * $clk_io_pct] -clock clk0 [all_outputs]
[design.v]
module alu(A,B,ALUOp,C,Zero);
   input  signed [31:0] A, B;
   input         [4:0]  ALUOp;
   output signed [31:0] C;
   output Zero;
   reg [31:0] C;
   integer    i;
   always @( * ) begin
      case ( ALUOp )
          5'b00000:  C = A;                           
          5'b00010:  C = A + B;                       
          5'b00110:  C = A - B;                       
          5'b00011:  C = A & B;                       
          5'b00001:   C = A | B;                       
          5'b01101:  C = ~(A | B);                    
          5'b01110:  C = A ^ B;                       
          5'b00111:  C = (A < B) ? 32'd1 : 32'd0;     
          5'b01001:  C = (A > B) ? 32'd1 : 32'd0;     
          5'b01100: C = ({1'b0, A} < {1'b0, B}) ? 32'd1 : 32'd0;  
          5'b01111:  C = {B[15:0],16'b0};             
          5'b00100:  C = B << A[4:0];
          5'b00101:  C = B >>> A[4:0];
          5'b01000:  C = B >> A[4:0];
          5'b10000:  C = A | {16'b0,B[15:0]};
          5'b10010: C = A & {16'b0,B[15:0]};
          5'b10001: C = A ^ {16'b0,B[15:0]};
          5'b10011: C = (A > 0) ? 32'd0 : 32'd1; 
          5'b10100: C = (A >= 0) ? 32'd0 : 32'd1;
          5'b10101: C = (A <= 0) ? 32'd0 : 32'd1;
          5'b10110: C = (A < 0) ? 32'd0 : 32'd1;
          5'b10111:  C = (A != B) ? 32'd0 : 32'd1;
          default:   C = A;                           
      endcase
   end  
   assign Zero = (C == 32'b0);
endmodule
[run.sh]
#!/bin/bash
# OpenROAD 26Q1-2900-gdf79404cd8, Yosys 0.63+post, stock flow scripts
make -C /OpenROAD-flow-scripts/flow DESIGN_CONFIG=/design/flow/config.mk WORK_HOME=/design/flow/orfs finish
==> flow_metrics.tcl <==
# flow metrics
set metrics [dict create \
    status "finished clean" \
    post_drt_wl_per_cell_um 31.0 \
    portBuffers 102 \
    ys_seq_frac 0 \
    ys_area_um2 11000 \
    fin_crit_sh 0.841 \
    min_period_ns 11.10 \
    num-clock-buffers 0 \
    worstPathArrival_ns 8.46 \
    die_x_um 150 \
    drc_errors 0 \
    routed_wl_um 57400 \
    crit_type "in -> out" \
    ys_cells 1573 \
    detailedRoute.firstIterationViolations 1916 \
    netlist_instances 1573 \
    worst-path-max-fanout 56 \
    ioPinCount 102 \
    grt_start_max_net_pins 57 \
    seq_area_um2 0 \
    synth_top_cell_by_count "nand2_1" \
    drive_gt1_frac 0.101 \
    netlist.top_cell.by_area "mux4_2" \
    slew_headroom 0.272 \
    internal_power_uw 205 \
    vias 14100 \
    switching_share 0.614 \
    syn_area_um2 11000 \
    min_from "A[3]" \
    rsz0062_at_grt "no" \
    gp_congestion 1.12 \
    drv_cap 0 \
    worst_pin_slew_ns 1.08 \
    p_leak_nw 4.76 \
    startpoint_type "primary input" \
    viasPerCell 7.61 \
    hold_viol_final 0 \
    die_y_um 150 \
    track_usage 0.518 \
    hold_class "in -> out" \
    grt_pass1_vias 12900 \
    p_sw_uw 326 \
    synth.avg_cell_area_um2 6.97 \
    yosysTopAreaCellShare 0.129 \
    cts_hold_buffers 0 \
    drv_slew 0 \
    crit_path_end_kind "output pin" \
    synthToLayoutAreaGrowth_pct 10.0 \
    p_total_uw 531 \
    critPathLaunch "A[0]" \
    dp_hpwl_um 43700 \
    ff_count 0 \
    clock.fmax_mhz 90.1 \
    log.warning_count 97 \
    fin_util 0.568 \
    final_area_um2 12100 \
    fp_util 0.516 \
    top_cells_by_area "mux4_2 (13%), ha_1 (11%), a21oi_1 (5.8%), nand2_1 (5.2%), nor2_1 (4.3%)" \
    core_um2 21200 \
    overflow 0 \
    fin_tns_setup_ns 0 \
    synth.distinct_cells 87 \
    p_per_area_nw_per_um2 44.0 \
    antenna_found_initial 3 \
    worstPathRequired_ns 10.56 \
    std_cell_rows 53 \
    setup_viol 0 \
    cts_setup_buffers 0 \
    ant_nets 0 \
    firstDrtPassIters 7 \
    ys.warnings.count 1 \
    place_area_um2 12100 \
    chipArea_um2 22500 \
    cts_resized 0 \
    ir_drop_mv 0.0240 \
    grt_pass1_wl_um 83600 \
    fill_cells 2054 \
    common_cells "nand2_1 (153), a21oi_1 (126), nor2_1 (126)" \
    whs_ns 6.13 \
]
-- area by class of cell --
| cell class | count | area [um2] | share of cell area |
|---|---|---|---|
| Inverter | 103 | 387 | 0.0321 |
| Timing Repair Buffer | 151 | 1370 | 0.114 |
| Tap cell | 275 | 344 | 0.0285 |
| Antenna cell | 1 | 2.50 | 0.000208 |
| Multi-Input combinational cell | 1324 | 9950 | 0.825 |
-- critical path, stage by stage --
cell and delay [ns]:
buf_4 0.61, buf_4 0.73, mux4_2 0.60, mux2i_1 0.26, nor3_1 0.08, a311oi_1 0.54, a2bb2oi_1 0.26, or3_1 0.38
or4_1 0.58, or4_1 0.47, and4bb_1 0.33, nand4b_1 0.18, nor4_2 0.26, clkdlybuf4s50_1 0.50
-- power groups by stage --
stage | sequential, mW | combinational [mW] | clock, mW
CTS | 0 | 0.507 | 0
global route | 0 | 0.556 | 0
-- cell families after synthesis --
family	Yosys count	share of synthesized area
mux	136	0.200
compound gates	553	0.350
buf+inv	249	0.0927
fa+ha+maj	98	0.113
xor+xnor	11	0.00879
simple gates	526	0.235
-- routing by layer --
layer  global-route usage  wire length (um)
met4                0.224              3390
met2                0.731             23200
met1                0.687             21100
met3                0.225              9650
met5               0.0227                65
-- stage by stage --
| step | instances | setup WS [ns] |
|---|---|---|
| global placement | 1853 | 2.32 |
| detailed placement | 1853 | 2.30 |
| global route | 1853 | 1.90 |
| floorplan | 1573 | 3.80 |
| finish | 1854 | 2.10 |
| CTS | 1853 | 2.25 |
-- final timing paths --
check | to | slack [ns] | depth (start not counted)
setup / recovery | Zero | 2.10 | 14
hold / removal | C[3] | 6.13 | 3
-- cells in the final DEF, fill, tap and decap left out, types with 15 or more instances in the layout --
cell type	instances
buf_4	51
mux2i_1	46
a21o_1	21
nor4_1	23
o22ai_1	17
a22oi_1	16
inv_1	99
nand2b_1	18
nand3_1	40
o2111ai_1	15
mux2_2	19
nor2b_1	18
nand4_1	15
a211oi_1	25
a221oi_1	25
nor2_1	124
ha_1	96
nand2_1	153
or3_1	15
o211ai_1	31
a21oi_1	126
clkdlybuf4s50_1	98
o21ai_0	81
mux4_2	63
a31oi_1	17
nor3_1	45
No activity file was given, so power comes from the tool's default toggle rates.
