<file path="flow/design.v">
`timescale 1ns/1ps
module control_unit( 
input [5:0]op,funct,
input [4:0]rt,
input Zero,Sign,
output [1:0]RegDst, 
output [2:0]RegWrite,
output [1:0]NPCOp, MemWrite, MemtoReg,
output ALUsrc1, ALUsrc2, BranchZ, EXTOp,
output [3:0]ALUOp
);
  wire rtype=~|op;
  wire i_add=rtype&funct[5]&~funct[4]&~funct[3]&~funct[2]&~funct[1]&~funct[0]; 
  wire i_addu=rtype&funct[5]&~funct[4]&~funct[3]&~funct[2]&~funct[1]&funct[0]; 
  wire i_sub=rtype&funct[5]&~funct[4]&~funct[3]&~funct[2]&funct[1]&~funct[0]; 
  wire i_subu=rtype&funct[5]&~funct[4]&~funct[3]&~funct[2]&funct[1]&funct[0]; 
  wire i_and=rtype&funct[5]&~funct[4]&~funct[3]&funct[2]&~funct[1]&~funct[0]; 
  wire i_or=rtype&funct[5]&~funct[4]&~funct[3]&funct[2]&~funct[1]&funct[0]; 
  wire i_nor=rtype&funct[5]&~funct[4]&~funct[3]&funct[2]&funct[1]&funct[0]; 
  wire i_xor=rtype&funct[5]&~funct[4]&~funct[3]&funct[2]&funct[1]&~funct[0]; 
  wire i_sll=rtype&~funct[5]&~funct[4]&~funct[3]&~funct[2]&~funct[1]&~funct[0]; 
  wire i_sllv=rtype&~funct[5]&~funct[4]&~funct[3]&funct[2]&~funct[1]&~funct[0]; 
  wire i_srl=rtype&~funct[5]&~funct[4]&~funct[3]&~funct[2]&funct[1]&~funct[0]; 
  wire i_srlv=rtype&~funct[5]&~funct[4]&~funct[3]&funct[2]&funct[1]&~funct[0]; 
  wire i_sra=rtype&~funct[5]&~funct[4]&~funct[3]&~funct[2]&funct[1]&funct[0]; 
  wire i_srav=rtype&~funct[5]&~funct[4]&~funct[3]&funct[2]&funct[1]&funct[0]; 
  wire i_jr=rtype&~funct[5]&~funct[4]&funct[3]&~funct[2]&~funct[1]&~funct[0]; 
  wire i_jalr=rtype&~funct[5]&~funct[4]&funct[3]&~funct[2]&~funct[1]&funct[0]; 
  wire i_slt=rtype&funct[5]&~funct[4]&funct[3]&~funct[2]&funct[1]&~funct[0]; 
  wire i_sltu=rtype&funct[5]&~funct[4]&funct[3]&~funct[2]&funct[1]&funct[0]; 
  wire i_addi=~op[5]&~op[4]&op[3]&~op[2]&~op[1]&~op[0]; 
  wire i_addiu=~op[5]&~op[4]&op[3]&~op[2]&~op[1]&op[0]; 
  wire i_andi=~op[5]&~op[4]&op[3]&op[2]&~op[1]&~op[0]; 
  wire i_xori=~op[5]&~op[4]&op[3]&op[2]&op[1]&~op[0]; 
  wire i_beq=~op[5]&~op[4]&~op[3]&op[2]&~op[1]&~op[0]; 
  wire i_bne=~op[5]&~op[4]&~op[3]&op[2]&~op[1]&op[0]; 
  wire i_blez=~op[5]&~op[4]&~op[3]&op[2]&op[1]&~op[0]; 
  wire i_bgtz=~op[5]&~op[4]&~op[3]&op[2]&op[1]&op[0]; 
  wire i_bltz=~op[5]&~op[4]&~op[3]&~op[2]&~op[1]&op[0]&~rt[0]; 
  wire i_bgez=~op[5]&~op[4]&~op[3]&~op[2]&~op[1]&op[0]&rt[0]; 
  wire i_j=~op[5]&~op[4]&~op[3]&~op[2]&op[1]&~op[0]; 
  wire i_jal=~op[5]&~op[4]&~op[3]&~op[2]&op[1]&op[0]; 
  wire i_slti=~op[5]&~op[4]&op[3]&~op[2]&op[1]&~op[0]; 
  wire i_sltiu=~op[5]&~op[4]&op[3]&~op[2]&op[1]&op[0]; 
  wire i_ori=~op[5]&~op[4]&op[3]&op[2]&~op[1]&op[0]; 
  wire i_lui=~op[5]&~op[4]&op[3]&op[2]&op[1]&op[0]; 
  wire i_lb=op[5]&~op[4]&~op[3]&~op[2]&~op[1]&~op[0]; 
  wire i_lh=op[5]&~op[4]&~op[3]&~op[2]&~op[1]&op[0]; 
  wire i_lw=op[5]&~op[4]&~op[3]&~op[2]&op[1]&op[0]; 
  wire i_lbu=op[5]&~op[4]&~op[3]&op[2]&~op[1]&~op[0]; 
  wire i_lhu=op[5]&~op[4]&~op[3]&op[2]&~op[1]&op[0]; 
  wire i_sb=op[5]&~op[4]&op[3]&~op[2]&~op[1]&~op[0]; 
  wire i_sh=op[5]&~op[4]&op[3]&~op[2]&~op[1]&op[0]; 
  wire i_sw=op[5]&~op[4]&op[3]&~op[2]&op[1]&op[0]; 
  assign RegDst[1]=i_jalr|i_jal;
  assign RegDst[0]=i_add|i_addu|i_sub|i_subu|i_and|i_or
                   |i_xor|i_nor|i_slt|i_sltu|i_sll|i_sllv
                   |i_srl|i_srlv|i_sra|i_srav;
  assign RegWrite[2]=i_lhu|i_lbu;
  assign RegWrite[1]=i_lb|i_lh;
  assign RegWrite[0]=i_add|i_addu|i_sub|i_subu|i_and|i_or
                     |i_xor|i_nor|i_slt|i_sltu|i_sll|i_sllv
                     |i_srl|i_srlv|i_sra|i_srav|i_jalr
                     |i_addi|i_addiu|i_slti|i_sltiu|i_andi
                     |i_ori|i_xori|i_lui|i_jal|i_lb|i_lw|i_lbu;
  assign ALUsrc1=i_sll|i_srl|i_sra;
  assign ALUsrc2=i_addi|i_addiu|i_slti|i_sltiu|i_andi|i_ori|i_xori
                 |i_lui|i_lb|i_lh|i_lw|i_lbu|i_lhu|i_sb|i_sh|i_sw;
  assign ALUOp[3]=i_nor|i_sll|i_sllv|i_srl|i_srlv|i_sra|i_srav|i_lui;
  assign ALUOp[2]=i_or|i_xor|i_slt|i_sltu|i_slti|i_sltiu|i_ori
                  |i_xori|i_lui;
  assign ALUOp[1]=i_sub|i_subu|i_and|i_xor|i_sltu|i_sltiu|i_srl|i_srlv
                  |i_sra|i_srav|i_andi|i_xori|i_beq|i_bne
                  |i_blez|i_bgtz|i_bltz|i_bgez;
  assign ALUOp[0]=i_add|i_addu|i_and|i_xor|i_slt|i_slti|i_sll|i_sllv
                  |i_sra|i_srav|i_addi|i_addiu|i_andi|i_xori
                  |i_lb|i_lh|i_lw|i_lbu|i_lhu|i_sb|i_sh|i_sw;
  assign NPCOp[1]=i_jr|i_jalr|i_j|i_jal;
  assign NPCOp[0]=i_jr|i_jalr|(i_beq&Zero)|(i_bne&(~Zero))|(i_blez&(Sign|Zero))|(i_bgtz&(~Sign&~Zero))|(i_bltz&Sign)|(i_bgez&(~Sign));
  assign MemWrite[1]=i_sb|i_sh;
  assign MemWrite[0]=i_sw|i_sb;
  assign MemtoReg[1]=i_jalr|i_jal;
  assign MemtoReg[0]=i_lb|i_lh|i_lw|i_lbu|i_lhu;
  assign BranchZ=i_blez|i_bgtz|i_bltz|i_bgez;
  assign EXTOp=i_addi|i_slti|i_lb|i_lh|i_lw|i_lbu|i_lhu|i_sb|i_sh|i_sw;
endmodule
</file>
<file path="flow/run.sh">
#!/bin/bash
# OpenROAD 26Q1-2900-gdf79404cd8, Yosys 0.63+post, stock flow scripts
make -C /OpenROAD-flow-scripts/flow DESIGN_CONFIG=/design/flow/config.mk WORK_HOME=/design/flow/orfs finish
</file>
<file path="flow/config.mk">
export PLATFORM = sky130hd
export DESIGN_NAME = control_unit
export DESIGN_NICKNAME = control_unit
export VERILOG_FILES = /design/flow/design.v
export SDC_FILE = /design/flow/constraint.sdc
export NUM_CORES = 4
export LEC_CHECK = 1
export CORE_AREA = 10 10 70 70
export DIE_AREA = 0 0 80 80
</file>
<file path="flow/constraint.sdc">
current_design control_unit

set clk_period 3.8
set clk_io_pct 0.2

create_clock -name clk0 -period $clk_period

set non_clock_inputs [all_inputs -no_clocks]
set_input_delay [expr $clk_period * $clk_io_pct] -clock clk0 $non_clock_inputs
set_output_delay [expr $clk_period * $clk_io_pct] -clock clk0 [all_outputs]
</file>
==> results_slide.txt <==
Run Summary

Setup path
  – CP Max Fanout: 7
  – Worst EP arrival: 2.72 ns
  – CP Launch Type: input pin
  – WS Path Type: input pin to output port
  – Crit path required time: roughly 3.0 ns
  – Worst Setup End Kind: output port

Place
  – Minimum setup slack after placement: 0.294 ns
  – Gpl congestion: 0.839
  – Placed Instances: between 150 and 200
  – Dpl cell area: 1020 sq um
  – Dpl hpwl: between 1500 and 2000 um
  – IO buf count: 34

Global route
  – Largest net degree at the start of global routing: 14
  – Total GRT Usage: 6.60%
  – Total grt overflow: 0
  – Initial antenna violation count: 0
  – Number of global-route vias before repair: 742
  – First-pass GRT wire length: 3660 um

Yosys
  – Synthesized cell area: approximately 660 sq um
  – YS chip area: 663 sq um
  – Simple-gate share of the synthesized area: 44.0%
  – Yosys Instances: 99
  – XOR/XNOR Fraction of Synth Area: 5.28%
  – Mux frac, synth: 0%
  – Yosys aoi share: a little over a third
  – Synth Seq Share: 0%
  – Mapped Cells: a little under 100
  – Post-synth cell types: between 40 and 50
  – Synth warn: 0
  – Mean post-synth cell area: 6.70 sq um
  – Fa+ha+maj area frac: 0%
  – Synth logic family: simple AND/OR/NAND/NOR gates

Routing
  – Diode count: 0
  – Vias: 802
  – Final wirelength: roughly 2200 um
  – DR WL/cell: 12.7 um
  – DRC: 0
  – Number of nets still failing antenna checks after routing: 0
  – Via/cell ratio: between 4 and 5
  – Initial DRC count: 51
  – Pre-antenna DRT Iters: 4

Final timing
  – Hold Vio Cnt, Final: 0
  – RSZ-0062 raised after global routing: false
  – Setup TNS: 0 ns
  – Final Worst Setup Slack: approximately 0.32 ns
  – Crit path time final: 3.48 ns
  – Max-slew violation count: 0
  – Worst rel slew slack: 75.6%
  – Final worst-path cycle share: 91.6%
  – Max Clock Freq: 0.287 GHz
  – Slew @ Worst Pin: 0.364 ns
  – Setup-failing EPs final: 0

Power
  – Lkg Pwr: about 0.34 nW
  – VDD IR-drop max: 0.0364 mV
  – Pwr/cell area: between 80 and 90 nW/um^2

Job
  – Tool warnings: 36
  – MaxCap Viol Count: 0

Layout
  – Flop area: 0 sq um
  – CLK BUF: 0
  – Commonest Layout Cell: clkdlybuf4s50_1
  – Top cells excl fill/tap: clkdlybuf4s50_1 (34), a21oi_1 (13), nor2_1 (8), nand2_1 (8), buf_4 (7)
  – Flops: 0
  – Final non-filler cell total: 172
  – Share of cells above drive strength 1: 11.9%
  – Layout Cell Area excl Fill: 1020 sq um
  – Area growth from synthesis to layout: 54.2%

Hold path
  – Hold Path Class: input pin to output port

Die
  – Top Ports: 38
  – Fp_density: between 15 and 20%
  – Total core area: 3420 sq um
  – Full die area: 6400 sq um
  – FP Rows: 21
  – Die Ht: 80 um
  – Die Width: 80 um

Run status
  – Status: finished clean

CTS
  – Post-CTS Setup Inserts: 0
  – Cts hold-fix bufs: 0
  – CTS-repair resized insts: 0
cell usage after synthesis (2+ instances only):
master | count | area (sq um)
o21a_1 | 2 | 15.0
o21ai_0 | 2 | 10.0
a31oi_1 | 2 | 12.5
nand3_1 | 2 | 10.0
nand2_1 | 8 | 30.0
a211oi_1 | 3 | 22.5
buf_4 | 4 | 30.0
nor4b_2 | 2 | 30.0
buf_6 | 2 | 22.5
xor2_1 | 3 | 26.3
buf_2 | 7 | 35.0
nor2_1 | 8 | 30.0
inv_1 | 2 | 7.51
nor4_1 | 2 | 12.5
nand2b_1 | 6 | 37.5
a21oi_1 | 13 | 65.1
nor3_1 | 4 | 20.0
where the power goes:
| group | switching [mW] | leakage (nW) | internal (mW) |
|---|---|---|---|
| Clock | 0 | 0 | 0 |
| Sequential | 0 | 0 | 0 |
| Combinational | 0.0418 | 0.337 | 0.0476 |
| Total | 0.0418 | 0.337 | 0.0476 |
cells by family after synthesis:
family,after synthesis
and+or+nand+nor,44
AOI/OAI and AO/OA,35
buffers and inverters,16
xor gates and xnor gates,4
critical path: stages:
cell and delay (ns):
clkdlybuf4s50_1 0.57, nor4_4 0.45, nand2_2 0.16, nor4b_2 0.27, clkdlybuf4s50_1 0.51
stage by stage:
step / power (mW) / utilization, % / hold WS (ns)
2_1_floorplan: 0.0532 / - / 1.61
3_3_place_gp: 0.0892 / 29.9 / 2.65
3_5_place_dp: 0.0906 / 29.9 / 2.65
4_1_cts: 0.0907 / 29.9 / 2.66
5_1_grt: 0.0997 / 29.9 / 2.69
6_report: 0.0894 / 29.9 / 2.64
per-layer routing:
metal  vias up  GRT usage (%)  part of all wire, %
li1        423              -                    -
met1       364           9.49                   48
met2        15           10.8                   48
met3         0          0.909                  4.0
met4         0              0                    0
met5         -              0                    0
cell type report:
class	instances	area [sq um]
timing repair buffer	41	393
fill	376	2390
inverter	2	7.51
multi-input combinational	83	564
tap	46	57.6
path summary, 6_finish.rpt:
path  slack [ns]  cells past startpoint  startpoint       to
max         0.32                      5       op[1]  ALUsrc1
min         2.64                      4       op[4]  ALUsrc2
Power figures rest on the tool's default switching activity, not on a simulated workload.
