--- ./design.v ---
module IDEXReg(
    input clk,
    input rst,
    input IDEXStall,
    input IDEXFlush,
    input [31:0] RD1_i,
    output reg [31:0] IDEXRD1,
    input [31:0] RD2_i,
    output reg [31:0] IDEXRD2,
    input [31:0] PCPlus4_i,
    output reg [31:0] IDEXPCPlus4,
    input [31:0] SignEXT_i,
    output reg [31:0] IDEXSignEXT,
    input [31:0] Instruction,
    output reg [31:0] IDEXInstruction,
    input [4:0] WriteBackDst, 
    output reg [4:0] IDEXRegRd,
    input RegWrite,
    output reg IDEXRegWrite,
    input [4:0] ALUOp,
    output reg [4:0] IDEXALUOp,
    input MemRead,
    output reg IDEXMemRead,
    input MemWrite,
    output reg IDEXMemWrite,
    input [1:0] NPCType,
    output reg [1:0] IDEXNPCType,
    input [2:0] MemRBits,
    output reg [2:0] IDEXMemRBits,
    input [1:0] MemWrBits,
    output reg [1:0] IDEXMemWrBits,
    input [1:0] MemtoReg,
    output reg [1:0] IDEXMemtoReg,
    input [1:0] ALUSrc_A,
    output reg [1:0] IDEXALUSrc_A,
    input [1:0] ALUSrc_B,
    output reg [1:0] IDEXALUSrc_B,
    input JumpSrc,
    output reg IDEXJumpSrc    
);
initial
begin
    IDEXALUSrc_A <= 2'b0;
    IDEXALUSrc_B <= 2'b0;
    IDEXSignEXT <= 1'b0;
    IDEXRegWrite <= 1'b0;
    IDEXRD2 <= 32'b0;
    IDEXRD1 <= 32'b0;
    IDEXPCPlus4 <= 32'b0;
    IDEXNPCType<= 2'b0;
    IDEXMemWrite <= 1'b0;
    IDEXMemWrBits <= 2'b0;
    IDEXMemtoReg <= 2'b0;
    IDEXMemRead <= 1'b0;
    IDEXMemRBits <= 3'b0;
    IDEXJumpSrc <= 1'b0;
    IDEXInstruction <= 32'b0;
    IDEXALUOp <= 5'b0;
    IDEXRegRd  <= 5'b0;
end
always @(posedge clk)
begin
    if(rst)
    begin
        IDEXALUSrc_A <= 2'b0;
        IDEXALUSrc_B <= 2'b0;
        IDEXSignEXT <= 1'b0;
        IDEXRegWrite <= 1'b0;
        IDEXRD2 <= 32'b0;
        IDEXRD1 <= 32'b0;
        IDEXPCPlus4 <= 32'b0;
        IDEXNPCType<= 2'b0;
        IDEXMemWrite <= 1'b0;
        IDEXMemWrBits <= 2'b0;
        IDEXMemtoReg <= 2'b0;
        IDEXMemRead <= 1'b0;
        IDEXMemRBits <= 3'b0;
        IDEXJumpSrc <= 1'b0;
        IDEXInstruction <= 32'b0;
        IDEXALUOp <= 5'b0;
        IDEXRegRd  <= 5'b0;
    end
    else if(!IDEXStall)
    begin
        if(IDEXFlush)
        begin
            IDEXALUSrc_A <= 2'b0;
            IDEXALUSrc_B <= 2'b0;
            IDEXSignEXT <= 1'b0;
            IDEXRegWrite <= 1'b0;
            IDEXRD2 <= 32'b0;
            IDEXRD1 <= 32'b0;
            IDEXPCPlus4 <= 32'b0;
            IDEXNPCType<= 2'b0;
            IDEXMemWrite <= 1'b0;
            IDEXMemWrBits <= 2'b0;
            IDEXMemtoReg <= 2'b0;
            IDEXMemRead <= 1'b0;
            IDEXMemRBits <= 3'b0;
            IDEXJumpSrc <= 1'b0;
            IDEXInstruction <= 32'b0;
            IDEXALUOp <= 5'b0;
            IDEXRegRd  <= 5'b0;
        end
        else
        begin
            IDEXALUSrc_A <= ALUSrc_A;
            IDEXALUSrc_B <= ALUSrc_B;
            IDEXSignEXT <= SignEXT_i;
            IDEXRegWrite <= RegWrite;
            IDEXRD2 <= RD2_i;
            IDEXRD1 <= RD1_i;
            IDEXPCPlus4 <= PCPlus4_i;
            IDEXNPCType<= NPCType;
            IDEXMemWrite <= MemWrite;
            IDEXMemWrBits <= MemWrBits;
            IDEXMemtoReg <= MemtoReg;
            IDEXMemRead <= MemRead;
            IDEXMemRBits <= MemRBits;
            IDEXJumpSrc <= JumpSrc;
            IDEXInstruction <= Instruction;
            IDEXALUOp <= ALUOp;
            IDEXRegRd  <= WriteBackDst;
        end
    end
end
endmodule
--- ./run.sh ---
#!/bin/bash
# OpenROAD 26Q1-2900-gdf79404cd8, Yosys 0.63+post, stock flow scripts
make -C /OpenROAD-flow-scripts/flow DESIGN_CONFIG=/design/flow/config.mk WORK_HOME=/design/flow/orfs finish
--- ./config.mk ---
export PLATFORM = sky130hd
export DESIGN_NAME = IDEXReg
export DESIGN_NICKNAME = IDEXReg
export VERILOG_FILES = /design/flow/design.v
export SDC_FILE = /design/flow/constraint.sdc
export NUM_CORES = 4
export LEC_CHECK = 1
export CORE_AREA = 10 10 216 216
export DIE_AREA = 0 0 226 226
--- ./constraint.sdc ---
current_design IDEXReg

set clk_period 1.0
set clk_io_pct 0.2

create_clock -name clk0 -period $clk_period [get_ports {clk}]

set non_clock_inputs [all_inputs -no_clocks]
set_input_delay [expr $clk_period * $clk_io_pct] -clock clk0 $non_clock_inputs
set_output_delay [expr $clk_period * $clk_io_pct] -clock clk0 [all_outputs]
==> reports/summary.log <==
qor: status.run_status complete, but fails checks
qor: status.failed_checks setup timing
qor: sta.timing.final.crit_share 1.12
qor: logic_synthesis.synthTopCellsByArea sky130_fd_sc_hd__dfxtp_1, sky130_fd_sc_hd__o22ai_2, sky130_fd_sc_hd__nand2b_1
qor: logic_synthesis.post_synthesis_cell_type_with_the_largest_combined_area sky130_fd_sc_hd__dfxtp_1
qor: logic_synthesis.synth.yosys.chip_area 0.00813 sq mm
qor: die.overall_chip_area 0.0511 sq mm
qor: worst_setup_path.cp_slowest_cell sky130_fd_sc_hd__dfxtp_2
qor: detailed_routing.drt-vias-per-instance 4.04
qor: detailed_routing.post-route-drc-count 0
qor: detailed_routing.routed-via-count 7175
qor: worst_setup_path.crit_buf_inv 1
qor: sta.max_clock_freq 889 MHz
qor: grt.first_global_vias 6997
qor: sta.timing.max_slew.rel_slack 0.799
qor: logic_synthesis.tally_of_yosys_warning_messages 1
qor: detailed_routing.firstDrtPassIters 4
qor: detailed_routing.wirelength 28900 um
qor: clock_network.total_clock_sinks 187
qor: cells_and_area.layout_top_cells_excl_fill_tap sky130_fd_sc_hd__dfxtp_2, sky130_fd_sc_hd__nand2_1, sky130_fd_sc_hd__clkdlybuf4s50_1
qor: detailed_routing.routedWlPerCell 16.3 um
qor: cells_and_area.area_delta_synth_final 61.1%
qor: clock_network.htree_levels 4
qor: run.max_cap_viol_count 0
qor: sta.finClkSkew 0 ns
qor: grt.globalRoute.totalOverflow 0
qor: die.die_y 226 um
qor: sta.total_neg_setup_slack -19.25 ns
qor: power_and_ir_drop.worst_ir_drop_vdd 0.00111 V
qor: sta.grt_setup_unrepaired yes
qor: grt.grt_first_pass_wirelength 42300 um
qor: detailed_routing.detail_route.iter0.violations 352
qor: clock_network.cts_tree done
qor: cells_and_area.final_area 0.0131 sq mm
qor: worst_setup_path.critPathRequiredTime 0.80 ns
qor: sta.timing_worst_slew_pin_value 0.301 ns
qor: logic_synthesis.numSynthFlops 187
qor: clock_network.root_buffer sky130_fd_sc_hd__clkbuf_16
qor: worst_setup_path.critical_path.top_delay_family flip-flops
qor: cells_and_area.layout.cells.non_filler 1774
qor: logic_synthesis.netlist_instances 832
qor: worst_setup_path.worstPathArrival 0.92 ns
qor: grt.initial_antenna_violation_count 2
qor: power_and_ir_drop.report.power.total 0.0176 W
qor: placed_design.place.port_buffers 377
qor: logic_synthesis.yosys_cells 832
qor: logic_synthesis.postSynthSeqShare 0.460
qor: power_and_ir_drop.power.density 1340 mW/mm^2
qor: logic_synthesis.mappedNetlistArea 0.00813 sq mm
qor: placed_design.detailedPlacementHpwl 21300 um
qor: logic_synthesis.syn_area_per_cell 9.78 sq um
qor: sta.layout_setup_ws -0.125 ns
qor: clock_network.insertion_delay_at_the_late_pin_of_the_worst_skew_pair 0.47 ns
qor: placed_design.cell_area_after_placement 0.0128 sq mm
qor: sta.timing.final.max_slew_violations 0
qor: grt.largest_net_degree_at_the_start_of_global_routing 59
qor: detailed_routing.post_detailed_route_count_of_antenna_violating_nets 0
qor: cells_and_area.final_layout_size_suffix_gt1_frac 0.505
qor: logic_synthesis.synth_cell_type_count 11
qor: clock_network.cts_inserted_buffers 17
qor: worst_setup_path.critical_path_peak_fanout 2
qor: grt.global_route.usage.total 0.107
qor: worst_setup_path.timing_worst_setup_path_type reg -> out
qor: worst_setup_path.end_kind primary output
qor: clock_network.clk_transition_reported_paths 0.07 ns
qor: placed_design.place_congestion 0.791
qor: worst_setup_path.critical-path-max-stage-delay 0.34 ns
qor: die.die_w 226 um
qor: clock_network.cts_max_path_buffers 2
qor: sta.period_needed 1.12 ns
qor: sta.final.hold.worst_slack 0.0477 ns
qor: die.core_area 0.0419 sq mm
qor: logic_synthesis.netlist.area_leader.share 0.460
qor: worst_setup_path.path_cells buf_2
qor: sta.final_hold_viol_count 0
qor: run.number_of_warnings_the_tools_reported 28
qor: die.floorplan.core_util 0.194
qor: worst_setup_path.worst_setup_path_start_kind flip-flop
qor: die.rows 75
qor: min_path.hold_class in -> reg
qor: placed_design.placed_instances 1728
qor: power_and_ir_drop.static-leakage-power 5.14 nW
qor: die.floorplan.io_pins 378
qor: sta.setup_viol 187
## logic make-up (layout without fill, tap and decap cells)
| group | Yosys count | in the layout | synth area share |
|---|---|---|---|
| compound gates | 187 | 187 | 0.251 |
| simple gates | 375 | 375 | 0.231 |
| buf+inv | 83 | 483 | 0.0571 |
| other cells | 0 | 3 | 0 |
| flops | 187 | 187 | 0.460 |
## timing repair
item                                    in CTS  in global routing
endpoints found under the setup margin     187                202
endpoints found under the hold margin        2                  0
gates resized                              848                 15
setup buffers                               11                  2
pin swaps                                    0                  1
hold buffers                                 1                  0
## registers in the layout (all words and copies together), names as in the netlist, 3 cells and up
register	cells
IDEXALUOp	5
IDEXInstruction	32
IDEXMemRBits	3
IDEXPCPlus4	32
IDEXRD1	32
IDEXRD2	32
IDEXRegRd	5
IDEXSignEXT	32
## layer usage
layer  GRT usage  wire length (um)  up-vias
met4      0.0163               467        2
met5           0                11        -
met1       0.138             12300     3352
met3      0.0400              2370       25
li1            -                 -     3605
met2       0.170             13700      191
## area by class of cell
type,count,area (sq um)
tap,539,674
timing repair buffer,454,3930
fill,4305,28800
antenna,3,7.51
multi-input combinational,562,3940
sequential,187,3980
clock buffer,23,478
clock inverter,6,90.1
## stage by stage
step / worst slack (ns) / utilization
after floorplan: -0.0696 / -
after global placement: -0.473 / 0.306
after detailed placement: -0.473 / 0.306
after CTS: -0.174 / 0.310
after global routing: -0.176 / 0.312
final: -0.125 / 0.312
## final timing paths
check / from / to / slack, ns / cells after the start
setup / recovery: IDEXMemRBits[1] / IDEXMemRBits[1] / -0.12 / 1
hold / removal: IDEXFlush / IDEXRD1[30] / 0.05 / 3
hold reg to reg: IDEXRD1[30] / IDEXRD1[30] / 0.47 / 2
setup reg to reg: IDEXRD2[23] / IDEXRD2[23] / 0.30 / 3
## cells in the mapped netlist (all sizes together)
library cell  number
buf               42
nand2b           186
o22ai            186
or2                1
dfxtp            187
a21oi              1
or3b               1
nand2            187
clkbuf            41
## where the power goes
part / switching [W] / internal, W / total [W]
logic: 0.00110 / 0.00169 / 0.00278
registers: 0.000153 / 0.00780 / 0.00795
clock network: 0.00302 / 0.00384 / 0.00686
total: 0.00427 / 0.0133 / 0.0176
Power and IR drop assume default switching activity.
